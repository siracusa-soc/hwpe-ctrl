[/design/flow/config.mk]
export PLATFORM = sky130hd
export DESIGN_NAME = hwpe_ctrl_seq_mult
export DESIGN_NICKNAME = hwpe_ctrl_seq_mult
export VERILOG_FILES = /design/flow/design.v
export SDC_FILE = /design/flow/constraint.sdc
export NUM_CORES = 4
export LEC_CHECK = 1
export CORE_UTILIZATION = 30
[/design/flow/run.sh]
#!/bin/bash
# OpenROAD 26Q1-2900-gdf79404cd8, Yosys 0.63+post, stock flow scripts
make -C /OpenROAD-flow-scripts/flow DESIGN_CONFIG=/design/flow/config.mk WORK_HOME=/design/flow/orfs finish
[/design/flow/design.v]
interface hwpe_ctrl_intf_periph (
  input logic clk
);
  parameter int unsigned ID_WIDTH = -1;
  logic                req;
  logic                gnt;
  logic [31:0]         add;
  logic                wen;
  logic [3:0]          be;
  logic [31:0]         data;
  logic [ID_WIDTH-1:0] id;
  logic [31:0]         r_data;
  logic                r_valid;
  logic [ID_WIDTH-1:0] r_id;
  modport master (
    output req, add, wen, be, data, id,
    input  gnt, r_data, r_valid, r_id
  );
  modport slave (
    input  req, add, wen, be, data, id,
    output gnt, r_data, r_valid, r_id
  );
endinterface  
package hwpe_ctrl_package;
  parameter int unsigned REGFILE_N_MAX_CORES        = 16;
  parameter int unsigned REGFILE_N_CONTEXT          = 2;
  parameter int unsigned REGFILE_N_EVT              = 2;
  parameter int unsigned REGFILE_N_REGISTERS        = 64;
  parameter int unsigned REGFILE_N_MANDATORY_REGS   = 8;
  parameter int unsigned REGFILE_N_MAX_IO_REGS      = 48;
  parameter int unsigned REGFILE_N_MAX_GENERIC_REGS = 8;
  parameter int unsigned REGFILE_N_RESERVED_REGS    = REGFILE_N_REGISTERS-REGFILE_N_MANDATORY_REGS-REGFILE_N_MAX_GENERIC_REGS-REGFILE_N_MAX_IO_REGS;
  localparam int unsigned REGFILE_EXT_IN_REGGED     = 1;
  parameter int unsigned REGFILE_MANDATORY_TRIGGER   = 0;
  parameter int unsigned REGFILE_MANDATORY_ACQUIRE   = 1;
  parameter int unsigned REGFILE_MANDATORY_FINISHED  = 2;
  parameter int unsigned REGFILE_MANDATORY_STATUS    = 3;
  parameter int unsigned REGFILE_MANDATORY_RUNNING   = 4;
  parameter int unsigned REGFILE_MANDATORY_SOFTCLEAR = 5;
  parameter int unsigned REGFILE_MANDATORY_RESERVED  = 6;  
  parameter int unsigned REGFILE_MANDATORY_SWEVT     = 7;
  parameter int unsigned ULOOP_MAX_NB_LOOPS  = 6;
  parameter int unsigned ULOOP_MAX_LENGTH    = 32;
  parameter int unsigned ULOOP_MAX_NB_REG    = 9;
  parameter int unsigned ULOOP_MAX_NB_RO_REG = 32;
  parameter int unsigned ULOOP_MAX_REG_WIDTH = 32;
  parameter int unsigned ULOOP_MAX_CNT_WIDTH = 12;
  parameter int unsigned ULOOP_DEFAULT_SHADOWED = 1;
  typedef struct packed {
    logic [REGFILE_N_MAX_IO_REGS-1:0]     [31:0] hwpe_params;
    logic [REGFILE_N_MAX_GENERIC_REGS-1:0][31:0] generic_params;
    logic [31:0]                                 ext_data;
  } ctrl_regfile_t;
  typedef struct packed {
    logic [31:0] addr;
    logic        rden;
    logic        wren;
    logic [31:0] wdata;
    logic [31:0] src;
    logic [3:0]  be;
  } regfile_in_t;
  typedef struct packed {
    logic [31:0] rdata;
  } regfile_out_t;
  typedef struct packed {
    logic                                 true_done;
    logic                                 full_context;
    logic                                 is_mandatory;
    logic                                 is_read;
    logic                                 is_contexted;
    logic                                 is_critical;
    logic                                 is_testset;
    logic                                 is_trigger;
    logic                                 is_commit;
    logic                                 is_working;
    logic [$clog2(REGFILE_N_CONTEXT)-1:0] pointer_context;
    logic [$clog2(REGFILE_N_CONTEXT)-1:0] running_context;
    logic         ext_we;
    logic         ext_re;        
    logic [31:0]  ext_flags;     
  } flags_regfile_t;
  typedef struct packed {
    logic                     done;
    logic [REGFILE_N_EVT-2:0] evt;
    logic [31:0]              ext_flags;
  } ctrl_slave_t;
  typedef struct packed {
    logic                                              start;
    logic [REGFILE_N_MAX_CORES-1:0][REGFILE_N_EVT-1:0] evt;
    logic                                              done;
    logic                                              is_working;
    logic                                              enable;
    logic [7:0]                                        sw_evt;
    logic [4:0]                                        ext_id;
    logic                                              ext_we;
    logic                                              ext_re;
  } flags_slave_t;
  typedef struct packed {
    logic enable;
    logic ready;
    logic clear;
  } ctrl_uloop_t;
  typedef struct packed {
    logic                                                   done;
    logic                                                   valid;
    logic                                                   ready;
    logic [ULOOP_MAX_NB_REG-1:0]  [31:0]                    offs;
    logic [ULOOP_MAX_NB_REG-1:0]  [31:0]                    next_offs;
    logic [ULOOP_MAX_NB_LOOPS-1:0][ULOOP_MAX_CNT_WIDTH-1:0] idx;
    logic [ULOOP_MAX_NB_LOOPS-1:0][ULOOP_MAX_CNT_WIDTH-1:0] next_idx;
    logic [ULOOP_MAX_NB_LOOPS-1:0]                          idx_update;
    logic                                                   next_valid;
    logic                                                   next_done;
    logic [$clog2(ULOOP_MAX_NB_LOOPS)-1:0]                  loop;
  } flags_uloop_t;
  typedef struct packed {
    logic [4:0] uloop_addr;
    logic [3:0] nb_ops;
  } uloop_loops_t;
  typedef struct packed {
    logic       op_sel;
    logic [4:0] a;
    logic [4:0] b;
  } uloop_bytecode_t;
  typedef struct packed {
    uloop_loops_t     [ULOOP_MAX_NB_LOOPS-1:0]                          loops;
    uloop_bytecode_t  [ULOOP_MAX_LENGTH-1:0]                            code;
    logic             [ULOOP_MAX_NB_LOOPS-1:0][ULOOP_MAX_CNT_WIDTH-1:0] range;
  } uloop_code_t;
endpackage  
import hwpe_ctrl_package::*;
module hwpe_ctrl_seq_mult 
#(
  parameter int unsigned AW = 8,
  parameter int unsigned BW = 8
)
(
  input  logic             clk_i,
  input  logic             rst_ni,
  input  logic             clear_i,
  input  logic             start_i,
  input  logic [AW-1:0]    a_i,
  input  logic [BW-1:0]    b_i,
  input  logic             invert_i,
  output logic             valid_o,
  output logic             ready_o,
  output logic [AW+BW-1:0] prod_o
);
  logic [$clog2(AW+1)-1:0] cnt;
  logic [AW+BW-1:0] shifted;
  logic valid_q, ready_q;
  always_ff @(posedge clk_i or negedge rst_ni)
  begin : counter
    if(~rst_ni) begin
      cnt <= '0;
      valid_q <= '0;
      ready_q <= 1'b1;
    end
    else if(clear_i) begin
      cnt <= '0;
      valid_q <= '0;
      ready_q <= 1'b1;
    end
    else if((~invert_i && cnt == AW - 1) || (invert_i && cnt == AW)) begin
      cnt <= 0;
      valid_q <= 1'b1;
      ready_q <= 1'b1;
    end
    else if((start_i==1'b1) || (cnt>0)) begin
      cnt <= cnt + 1;
      valid_q <= 1'b0;
      ready_q <= 1'b0;
    end
  end
  assign valid_o = valid_q;
  assign ready_o = ready_q;
  assign shifted = cnt==AW ? 1 : ({BW{a_i[cnt]}} & b_i) << cnt;
  always_ff @(posedge clk_i or negedge rst_ni)
  begin : product
    if(~rst_ni) begin
      prod_o <= '0;
    end
    else if(clear_i) begin
      prod_o <= '0;
    end
    else if (start_i) begin
      prod_o <= shifted;
    end
    else if(cnt==AW) begin
      prod_o <= ~prod_o + shifted;
    end
    else if(cnt>0) begin
      prod_o <= prod_o + shifted;
    end
  end
endmodule  
[/design/flow/constraint.sdc]
current_design hwpe_ctrl_seq_mult

set clk_period 8.3
set clk_io_pct 0.2

create_clock -name clk0 -period $clk_period [get_ports {clk_i}]

set non_clock_inputs [all_inputs -no_clocks]
set_input_delay [expr $clk_period * $clk_io_pct] -clock clk0 $non_clock_inputs
set_output_delay [expr $clk_period * $clk_io_pct] -clock clk0 [all_outputs]
==> results.toml <==
# implementation run metrics
[synth]
synth_chip_area_um2 = 2510
synthXorXnorAreaFrac_pct = 9.73
yosysTopAreaCell = "dfrtp_1"
yosys.area_share.aoi_pct = 25.2
ys_sh_adder_pct = 9.28
async_flop_share_pct = 100
synthesis.area_um2 = 2510
syn_inst = 299
edf_count = 0
synth-seq-cells = 22
yosys.stat.seqShare_pct = 22.0
syn_area_per_cell_um2 = 8.39
yosysUniqueCellTypes = 55
simple_gate_share_pct = 17.8
ys_cells = 299
synthTopLogicFamily = "AND-OR/OR-AND gates"
ff_type = "dfrtp_1"
ys_warn_count = 1
synth.top_cell.area_share_pct = 21.0
ys_sh_mux_pct = 11.9
area_leaders = "dfrtp_1, ha_1, xnor2_1"

[placed_design]
portBuffers = 38
dp_hpwl_mm = 5.15
gp_congestion = 0.947

[floorplan]
initCoreUtil_pct = 31.8
dieHeight_um = 93.4
die_w_um = 93.4
rows = 32
core_um2 = 7890
num_io_pins = 39
chip_area_um2 = 8730

[grt]
grt_max_degree = 23
gr-total-overflow = 0
antenna_found_initial = 0
grt.total_usage_pct = 17.6
grt_pass1_wl_mm = 11.9
grt_pass1_vias = 2372

[status]
status = "completed"

[cts]
clock-sinks = 22
cts-hold-fix-buffers = 0
insertion_delay_ns = 0.27
htree_levels = 1
cts-root-buf = "clkbuf_8"
cts_resized = 0
clock_path_buffers = 2
cts_tree = "done"
cts_made_buffers = 3
postCtsSetupRepairBufs = 0
cts.clk_slew.worst_paths_ns = 0.09

[sta]
hold_ws_ns = 0.520
hold_viol_final = 0
slew_headroom_pct = 53.8
tightest_slew_ns = 0.693
rsz0062_at_grt = "no"
fmax_mhz = 192
final.setup.tns_ns = 0
skew_ns = 0.00276
post-route-min-period_ns = 5.21
drv_slew = 0
setup_violations = 0
finalClockPeriodUsage_pct = 62.8

[power]
pwr_density_cell_nw_per_um2 = 287
p_leak_nw = 1.29
ir_drop_uv = 116

[worst_setup_path]
setup.worst_path.start_class = "primary input"
cp_max_fo = 6
worstPathArrival_ns = 5.36
worstSetupPathType = "in2reg"
critPathRequiredTime_ns = 8.45
critPathCaptureType = "flop"

[drt]
drc_errors = 0
vias = 2355
drtAntennaViolNets = 0
antenna_cells = 0
first_iter_violations = 107
wl_mm = 6.92
firstDrtPassIters = 4
vias_per_cell = 5.44
routedWlPerCell_um = 16.0

[flow_run]
maxCapViolCount = 0
warning_count = 26

[worst_hold_path]
hold_class = "reg2reg"

[layout]
fillers = 800
final_common_cell = "clkdlybuf4s50_1"
final_cell_mix = "clkdlybuf4s50_1, nand2_1, nor2_1, xnor2_1"
drive_above_1_share_pct = 7.25
area_growth_pct = 21.4
-- kinds of logic after synthesis --
kind of cell | after synthesis
compound gates | 94
xor+xnor | 27
fa+ha+maj | 18
buf+inv | 24
flops | 22
mux | 20
simple gates | 94
-- through the flow --
step	power, mW	setup slack [ns]	cell area (um2)	utilization [%]	std cells
6_report	0.872	3.09	3040	38.6	433
5_1_grt	0.961	2.73	3040	38.6	433
4_1_cts	0.875	3.15	3040	38.6	433
3_5_place_dp	0.788	2.87	2990	37.9	429
3_3_place_gp	0.788	2.96	2990	37.9	429
2_1_floorplan	0.620	3.71	2510	-	299
-- where the power goes --
group / internal (mW) / total, mW / switching [mW] / leakage [nW]
combinational: 0.281 / 0.612 / 0.332 / 0.962
sequential: 0.137 / 0.179 / 0.0420 / 0.296
clock: 0.0424 / 0.0810 / 0.0386 / 0.0288
total: 0.460 / 0.872 / 0.412 / 1.29
-- flip-flops by register name, summed over array words and instances, names as in the netlist --
name / cells
valid_q: 1
prod_o: 16
ready_q: 1
cnt: 4
-- worst paths after layout --
| path | start | to | slack (ns) | depth (start not counted) |
|---|---|---|---|---|
| max | a_i[4] | prod_o[12] | 3.09 | 13 |
| min reg2reg | ready_q | ready_q | 0.52 | 1 |
| min in group asynchronous | rst_ni | prod_o[2] | 1.75 | 2 |
| min | ready_q | ready_q | 0.52 | 1 |
| max reg2reg | cnt[1] | prod_o[12] | 4.11 | 13 |
| max in group asynchronous | rst_ni | ready_q | 6.26 | 2 |
-- layer usage --
| metal | up-vias | GRT usage, % | share of wire (%) | routed length (um) |
|---|---|---|---|---|
| li1 | 1182 | - | - | - |
| met4 | 0 | 2.18 | 0.98 | 68 |
| met3 | 10 | 2.65 | 5.6 | 390 |
| met5 | - | 0 | 0 | 0 |
| met1 | 1103 | 26.9 | 50 | 3480 |
| met2 | 60 | 27.6 | 43 | 2970 |
-- layout make-up --
class | count | area (um2) | share of cell area [%]
repair buffers | 43 | 418 | 13.7
well taps | 102 | 128 | 4.19
inverters | 9 | 33.8 | 1.11
clock buffers | 4 | 55.1 | 1.81
flip-flops and latches | 22 | 552 | 18.1
multi-input cells | 253 | 1860 | 61.0
-- Yosys cell counts (3+ instances only) --
cell type,count
clkbuf_1,8
a31oi_1,4
o31ai_1,3
nand2_1,28
inv_1,7
a21o_1,9
a21oi_1,21
mux2i_1,11
dfrtp_1,21
o21ai_0,18
nor3_1,8
xnor2_1,24
or3_1,3
a211oi_1,9
o22ai_1,5
o211ai_1,3
nand2b_1,3
nand3_1,9
a22oi_1,5
nor2b_1,3
mux4_1,4
nand3b_1,4
nor2_1,27
and2_1,3
ha_1,17
buf_2,4
-- critical path, stage by stage --
cell and delay [ns]:
clkdlybuf4s50_1 0.42, mux4_1 0.52, mux2i_1 0.44, or3_1 0.18, a21oi_1 0.08, ha_1 0.28
fa_1 0.43, a211oi_1 0.44, o21ai_0 0.16, a21o_1 0.22, a31oi_1 0.21, mux2i_1 0.22
a21oi_1 0.08
Power figures rest on the tool's default switching activity, not on a simulated workload.
